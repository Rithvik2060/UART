==> flow/run.sh <==
#!/bin/bash
# OpenROAD 26Q1-2900-gdf79404cd8, Yosys 0.63+post, stock flow scripts
make -C /OpenROAD-flow-scripts/flow DESIGN_CONFIG=/design/flow/config.mk WORK_HOME=/design/flow/orfs finish
==> flow/config.mk <==
export PLATFORM = sky130hd
export DESIGN_NAME = top
export DESIGN_NICKNAME = top
export VERILOG_FILES = /design/flow/design.v
export SDC_FILE = /design/flow/constraint.sdc
export NUM_CORES = 4
export LEC_CHECK = 1
export CORE_UTILIZATION = 40
==> flow/constraint.sdc <==
current_design top

set clk_period 2.6
set clk_io_pct 0.2

create_clock -name clk0 -period $clk_period [get_ports {clk}]

set non_clock_inputs [all_inputs -no_clocks]
set_input_delay [expr $clk_period * $clk_io_pct] -clock clk0 $non_clock_inputs
set_output_delay [expr $clk_period * $clk_io_pct] -clock clk0 [all_outputs]
==> flow/design.v <==
module receiver (
    input clk,
    input reset,
    input RxD,
    output reg [7:0] data_out,
    output reg data_ready
);
    parameter BAUD_RATE = 9600;
    parameter CLK_FREQ = 100_000_000;
    parameter SAMPLE_TICKS = CLK_FREQ / (BAUD_RATE * 16);
    reg [3:0] bit_index = 0;
    reg [7:0] rx_shift = 0;
    reg [3:0] sample_count = 0;
    reg [13:0] baud_counter = 0;
    reg [1:0] state = 0;
    parameter IDLE = 2'd0, START = 2'd1, DATA = 2'd2, STOP = 2'd3;
    always @(posedge clk or posedge reset) begin
        if (reset) begin
            state <= IDLE; baud_counter <= 0; sample_count <= 0;
            bit_index <= 0; data_out <= 0; data_ready <= 0;
        end else begin
            case (state)
                IDLE: begin
                    data_ready <= 0;
                    if (~RxD) begin
                        state <= START; baud_counter <= 0; sample_count <= 0;
                    end
                end
                START: begin
                    if (baud_counter == SAMPLE_TICKS - 1) begin
                        baud_counter <= 0; sample_count <= sample_count + 1;
                        if (sample_count == 7) begin
                            if (~RxD) begin
                                state <= DATA; bit_index <= 0; sample_count <= 0;
                            end else state <= IDLE;
                        end
                    end else baud_counter <= baud_counter + 1;
                end
                DATA: begin
                    if (baud_counter == SAMPLE_TICKS - 1) begin
                        baud_counter <= 0; sample_count <= sample_count + 1;
                        if (sample_count == 15) begin
                            sample_count <= 0;
                            rx_shift <= {RxD, rx_shift[7:1]};
                            bit_index <= bit_index + 1;
                            if (bit_index == 7) state <= STOP;
                        end
                    end else baud_counter <= baud_counter + 1;
                end
                STOP: begin
                    if (baud_counter == SAMPLE_TICKS - 1) begin
                        baud_counter <= 0; sample_count <= sample_count + 1;
                        if (sample_count == 15) begin
                            data_out <= rx_shift;
                            data_ready <= 1;
                            state <= IDLE;
                        end
                    end else baud_counter <= baud_counter + 1;
                end
            endcase
        end
    end
endmodule
module top (
    input clk,
    input reset,
    input btnC,
    input [7:0] sw,
    input RxD,
    output TxD,
    output [7:0] led
);
wire transmit;
debounce d1(
.pb_1(btnC),
.clk(clk),
.pb_out(transmit));
    wire [7:0] rx_data;
    wire rx_ready;
    transmitter tx_inst (
        .clk(clk),
        .reset(reset),
        .transmit(transmit),
        .data(sw),
        .TxD(TxD)
    );
    receiver rx_inst (
        .clk(clk),
        .reset(reset),
        .RxD(RxD),
        .data_out(rx_data),
        .data_ready(rx_ready)
    );
    assign led = rx_data;
endmodule
module debounce(input pb_1,clk,output pb_out);
wire slow_clk;
wire Q1,Q2,Q2_bar,Q0;
clock_div u1(clk,slow_clk);
my_dff d0(slow_clk, pb_1,Q0 );
my_dff d1(slow_clk, Q0,Q1 );
my_dff d2(slow_clk, Q1,Q2 );
assign Q2_bar = ~Q2;
assign pb_out = Q1 & Q2_bar;
endmodule
module clock_div(input Clk_100M, output reg slow_clk
    );
    reg [26:0]counter=0;
    always @(posedge Clk_100M)
    begin
        counter <= (counter>=124999)?0:counter+1;
        slow_clk <= (counter < 62500)?1'b0:1'b1;
    end
endmodule
module my_dff(input DFF_CLOCK, D, output reg Q);
    always @ (posedge DFF_CLOCK) begin
        Q <= D;
    end
endmodule
`timescale 1ns / 1ps
module transmitter (
    input clk,
    input reset,
    input transmit,
    input [7:0] data,
    output reg TxD
);
    reg [3:0] bitcounter;
    reg [13:0] counter;
    reg [1:0] state, nextstate;
    reg [9:0] rightshiftreg;
    reg shift, load, clear;
    parameter BAUD_LIMIT = 10416;
    parameter IDLE = 2'b00;
    parameter TRANSMIT = 2'b01;
    always @(posedge clk or posedge reset) begin
        if (reset) begin
            counter <= 0;
        end else begin
            if (counter == BAUD_LIMIT - 1)
                counter <= 0;
            else
                counter <= counter + 1;
        end
    end
    always @(posedge clk or posedge reset) begin
        if (reset) begin
            state <= IDLE;
        end else if (counter == BAUD_LIMIT - 1) begin
            state <= nextstate;
        end
    end
    always @(*) begin
        shift = 0;
        load = 0;
        clear = 0;
        nextstate = state;
        case (state)
            IDLE: begin
                TxD = 1'b1; 
                if (transmit) begin
                    load = 1;
                    nextstate = TRANSMIT;
                end
            end
            TRANSMIT: begin
                TxD = rightshiftreg[0];
                if (bitcounter >= 10) begin
                    clear = 1;
                    nextstate = IDLE;
                end else begin
                    shift = 1;
                end
            end
        endcase
    end
    always @(posedge clk or posedge reset) begin
        if (reset) begin
            bitcounter <= 0;
            rightshiftreg <= 10'b1111111111;
        end else if (counter == BAUD_LIMIT - 1) begin
            if (load) begin
                rightshiftreg <= {1'b1, data, 1'b0}; 
                bitcounter <= 0;
            end else if (shift) begin
                rightshiftreg <= rightshiftreg >> 1;
                bitcounter <= bitcounter + 1;
            end else if (clear) begin
                bitcounter <= 0;
            end 
        end
    end
endmodule
==> impl_metrics.yaml <==
# implementation run metrics
setup_path:
  critPathBufInv: 1
  critPathKind: "flip-flop to flip-flop"
  cp.required_ps: 2650
  crit_arrival_ps: 2250
  end_kind: "flip-flop"
  path_delay_family: "simple AND/OR/NAND/NOR gates"
  max_stage_delay_ps: 540
  crit_slowest_cell: "and4_1"
  cp-start-kind: "flip-flop"
  path_max_fanout: 9
  path_cells: "nor4b_2 -> and4_1 -> nand2_1 -> nor2_1 -> buf_4"
drt:
  wl_um: 8510
  wl_met1_um: 4420
  wl_per_cell_um: 13.3
  first_pass_iters: 20
  drt_iter0_markers: 204
  ant_nets: 0
  top_layer_used: "met4"
  via_per_inst: 5.37
  num_antenna_cells: 0
  wl_met2_um: 3670
  routed-wl-met3_um: 344
  drc: 0
  route.vias.total: 3424
global_routing:
  gr-total-overflow: 0
  grt_start_max_net_pins: 47
  grt_usage_pct: 15.2
  grt_pass1_vias: 3144
  grt_pass1_wl_um: 15000
  antenna_found_initial: 0
timing:
  tightest_slew_ps: 625
  setup_viol: 0
  fin_crit_sh_pct: 84.6
  setup_ws_ps: 400
  final.setup_skew_ps: 5.25
  max-slew-margin-rel_pct: 58.3
  unclocked_regs: 4
  untimed_endpoints: 5
  slew_viol_final: 0
  hold_violations: 0
  rsz0062_at_grt: "no"
  whs_ps: 446
  max_freq_mhz: 454
  fin_setup_tns_ps: 0
  period_needed_ps: 2200
synth:
  yosys_area_um2: 4790
  synth_top_flop_cell: "dfrtp_1"
  edf_count: 8
  netlist_area_um2: 4790
  synth.avg_cell_area_um2: 10.3
  ys.flops: 102
  ys_cells: 467
  syn_inst: 467
  synth_cell_types: 66
  yosys_warnings: 4
  synthArstFlopShare_pct: 60.8
job:
  warnings: 27
  maxCapViolations: 0
cts:
  cts_resized: 0
  ctsHtreeMaxLevel: 3
  root_buffer: "clkbuf_16"
  cts_inserted_buffers: 9
  clock_latency_ps: 340
  post_cts_buffers: 0
  clock_path_buffers: 2
  postCtsHoldBufs: 0
  cts_tree: "done"
  clkTransAtPathRegs_ps: 60
pwr:
  p_clk_share_pct: 37.5
  p_switching_mw: 0.843
  p_int_mw: 2.42
  seqPwrFrac_pct: 54.3
  pwr-share-comb_pct: 8.2
  switching_share_pct: 25.8
  leakage_nw: 2.08
  peakVddDrop_mv: 0.528
  p_per_area_nw_per_um2: 606
run_status:
  status: "complete, no violations"
floorplanning:
  fp.dieW_um: 111
  pin_count: 21
  rows: 39
  dieArea_um2: 12400
  chipHeight_um: 111
  core_area_um2: 11500
  fp-utilization_pct: 41.6
min_path:
  worstHoldPathType: "flip-flop to flip-flop"
place:
  placed_cell_area_um2: 5120
  pre_cts_ws_ps: 391
  portBuffers: 20
  gp_congestion: 0.877
  hpwl_um: 5750
layout:
  utilization_pct: 46.8
  drive_gt1_share_pct: 12.9
  finish.instance_area_um2: 5390
  area.growth.synth_to_final_pct: 12.6
[cells in the final DEF, fill, tap and decap left out, types with 18 or more instances in the layout]
master            n
nor2_1           24
nand2_1          50
o21ai_0          26
clkdlybuf4s50_1  20
xnor2_1          18
nor3_1           22
dfrtp_1          51
dfxtp_1          31
nand3_1          22
[power by group through the flow]
stage / Combinational [mW] / Sequential, mW / Clock (mW)
after CTS: 0.270 / 1.77 / 1.27
final: 0.268 / 1.77 / 1.22
after global routing: 0.307 / 1.79 / 1.36
[cells in the mapped netlist (10+ instances only)]
cell	count	area share (%)
inv_1	16	1.3
dfxtp_1	31	13
dfrtp_1	51	27
nor4_1	11	1.4
mux2_2	15	3.5
dfstp_2	11	6.0
nand4_1	15	2.0
a31oi_1	10	1.3
nand3_1	22	2.3
nand2_1	50	3.9
nor2_1	24	1.9
a21oi_1	13	1.4
xnor2_1	18	3.3
nor3_1	22	2.3
o21ai_0	26	2.7
[logic make-up (layout without fill, tap and decap cells)]
family                     Yosys count  count (layout)  synth area share (%)
latches                              1               1                 0.314
and+or+nand+nor                    195             195                  23.3
AOI/OAI and AO/OA                   79              79                  10.6
adders and majority gates            8               8                  2.09
DFF                                101             101                  50.7
xor gates and xnor gates            24              24                  4.39
other                                1              10                0.0783
buffers and inverters               38              57                  4.05
muxes                               20              20                  4.57
[sequential cells by signal (all words and copies together), names as in the netlist, named ones only]
register / cells
d1.d2.Q: 1
tx_inst.state: 2
tx_inst.rightshiftreg: 10
rx_inst.data_out: 8
d1.d1.Q: 1
tx_inst.TxD: 1
rx_inst.baud_counter: 14
rx_inst.state: 1
d1.d0.Q: 1
tx_inst.counter: 14
d1.u1.slow_clk: 1
d1.u1.counter: 27
rx_inst.sample_count: 4
rx_inst.bit_index: 4
rx_inst.rx_shift: 8
tx_inst.bitcounter: 4
[final timing paths]
path / from / endpoint / slack [ps] / cells past startpoint
worst max register to register: rx_inst.baud_counter[10]$_DFFE_PP0P_ / rx_inst.rx_shift[0]$_DFFE_PP_ / 400 / 5
min in group asynchronous: reset / rx_inst.bit_index[1]$_DFFE_PP0P_ / 510 / 2
worst min-delay path: rx_inst.rx_shift[5]$_DFFE_PP_ / rx_inst.rx_shift[4]$_DFFE_PP_ / 450 / 0
worst min register to register: rx_inst.rx_shift[5]$_DFFE_PP_ / rx_inst.rx_shift[4]$_DFFE_PP_ / 450 / 0
worst max-delay path: rx_inst.baud_counter[10]$_DFFE_PP0P_ / rx_inst.rx_shift[0]$_DFFE_PP_ / 400 / 5
max in group asynchronous: reset / tx_inst.rightshiftreg[4]$_DFFE_PP1P_ / 1460 / 3
[metrics by stage]
step,cells,power [mW]
floorplan,476,2.00
global placement,622,2.06
detailed placement,622,2.07
CTS,638,3.31
global route,638,3.46
finish,638,3.27
[area by class of cell]
class	count	area, um^2
Tap cell	143	179
Clock inverter	3	25.0
Sequential cell	102	2440
Multi-Input combinational cell	336	2190
Clock buffer	13	250
Timing Repair Buffer	25	250
Inverter	16	60.1
Fill cell	1063	6120
[routing by layer]
metal / up-vias / track usage, %
met5: - / 0
li1: 1733 / -
met2: 70 / 21.4
met1: 1613 / 25.8
met4: 0 / 2.43
met3: 8 / 2.71
Power and IR drop assume default switching activity.
